<file path="flow/config.mk">
export PLATFORM = sky130hd
export DESIGN_NAME = Top
export DESIGN_NICKNAME = Top
export VERILOG_FILES = /design/flow/design.v
export SDC_FILE = /design/flow/constraint.sdc
export NUM_CORES = 4
export LEC_CHECK = 1
export CORE_UTILIZATION = 50
</file>
<file path="flow/constraint.sdc">
current_design Top

set clk_period 7.7
set clk_io_pct 0.2

create_clock -name clk0 -period $clk_period [get_ports {inc}]
create_clock -name clk1 -period $clk_period [get_ports {mclk}]

set non_clock_inputs [all_inputs -no_clocks]
set_input_delay [expr $clk_period * $clk_io_pct] -clock clk0 $non_clock_inputs
set_output_delay [expr $clk_period * $clk_io_pct] -clock clk0 [all_outputs]
</file>
<file path="flow/design.v">
module FSM(clk, set, linc, inc, sw, rst, sw_clr, sw_start, clk_start, clock_addmin, clock_addhr, alarm_addhr, alarm_addmin, alarm_on, clk_mode, sw_mode, op_mode);
    input clk, set, linc, inc, sw, rst;
    output reg sw_clr, sw_start, clk_start, clock_addmin, clock_addhr, alarm_addhr, alarm_addmin, alarm_on;
    output reg [2:0] op_mode, sw_mode;
    output reg [1:0] clk_mode;
    parameter  Clock_hr_min = 0, Clock_min_sec = 1, Clock_set_hr = 2, Clock_set_min = 3, Alarm_clock = 4, Alarm_set_hr = 5, Alarm_set_min = 6, Stopwatch = 7, Stopwatch_start = 8, Stopwatch_stop = 9, Clock_addhr = 10, Clock_addmin = 11, Alarm_addhr = 12, Alarm_addmin = 13, Stopwatch_mode = 14, Alarm_on = 15, idle = 16;
    reg [4:0] State, StateNext;
    reg sw_mode_add;
    always @(posedge clk) begin
        if (rst) begin
            State <= idle;
            sw_mode = 0;
        end
        else
            State <= StateNext;
        if (sw_mode_add) begin
            if (sw_mode == 2)
                    sw_mode = 0;
                else 
                    sw_mode = sw_mode + 1;
        end
    end
    always @(*) begin
        case (State)
            idle:begin
                sw_start = 0;
                sw_clr = 1;
                clock_addmin = 0;
                clock_addhr = 0;
                alarm_addhr = 0;
                alarm_addmin = 0;
                alarm_on = 0;
                clk_mode = 0;
                sw_mode_add = 0;
                op_mode = 0;
                StateNext = Clock_hr_min;
            end
            Clock_hr_min: begin
                clk_start = 1;
                clk_mode = 0;
                op_mode = 0;
                if (inc && ~linc && ~set && ~sw)
                    StateNext = Clock_min_sec;
                else if (~inc && set && ~sw)
                    StateNext = Clock_set_hr;
                else if (linc && ~set && ~sw)
                    StateNext = Alarm_clock;
                else if (~inc && ~set && sw)
                    StateNext = Stopwatch;
                else
                    StateNext = Clock_hr_min;
            end
            Clock_min_sec: begin
                clk_start = 1;
                clk_mode = 1;
                op_mode = 0;
                if (inc && ~linc && ~set && ~sw) 
                    StateNext = Clock_hr_min;
                else if (~inc && set && ~sw)
                    StateNext = Clock_set_hr;
                else if (linc && ~set && ~sw)
                    StateNext = Alarm_clock;
                else if (~inc && ~set && sw)
                    StateNext = Stopwatch;
                else
                    StateNext = Clock_min_sec;
            end
            Clock_set_hr: begin
                clk_start = 0;
                clock_addhr = 0;
                clk_mode = 0;
                op_mode = 0;
                if (~inc && set && ~sw)
                    StateNext = Clock_set_min;
                else if (inc && ~set && ~sw)
                    StateNext = Clock_addhr;
                else 
                    StateNext = Clock_set_hr;
            end
            Clock_set_min: begin
                clk_start = 0;
                clock_addmin = 0;
                clk_mode = 0;
                op_mode = 0;
                if (~inc && set && ~sw)
                    StateNext = Clock_hr_min;
                else if (inc && ~set && ~sw)
                    StateNext = Clock_addmin;
                else
                    StateNext = Clock_set_min;
            end
            Alarm_clock: begin
                alarm_on = 0;
                op_mode = 1;
                StateNext = Alarm_set_hr;
            end
            Alarm_set_hr: begin
                alarm_addhr = 0;
                op_mode = 1;
                if (inc && ~set && ~sw)
                    StateNext = Alarm_addhr;
                else if (~inc && set && ~sw)
                    StateNext = Alarm_set_min;
                else 
                    StateNext = Alarm_set_hr;
            end
            Alarm_set_min: begin
                alarm_addmin = 0;
                op_mode = 1;
                if (inc && ~set && ~sw)
                    StateNext = Alarm_addmin;
                else if (~inc && set && ~sw)
                    StateNext = Alarm_on;
                else
                    StateNext = Alarm_set_min;
            end
            Alarm_on: begin
                alarm_on = 1;
                op_mode = 1;
                StateNext = Clock_hr_min;
            end
            Stopwatch: begin
                sw_mode_add = 0;
                sw_start = 0;
                sw_clr = 1;
                op_mode = 2;
                if (~inc && ~set && sw)
                    StateNext = Stopwatch_start;
                else if (~inc && set && ~sw)
                    StateNext = Clock_hr_min;
                else if (inc && ~set && ~sw)
                    StateNext = Stopwatch_mode;
                else 
                    StateNext = Stopwatch;
            end
            Stopwatch_start: begin
                sw_start = 1;
                sw_clr = 0;
                op_mode = 2;
                if (inc && ~set && ~sw)
                    StateNext = Stopwatch;
                else if (~inc && ~set && sw)
                    StateNext = Stopwatch_stop;
                else 
                    StateNext = Stopwatch_start;
            end
            Stopwatch_stop: begin
                sw_start = 0;
                sw_clr = 0;
                op_mode = 2;
                if (inc && ~set && ~sw)
                    StateNext = Stopwatch;
                else if (~inc && ~set && sw)
                    StateNext = Stopwatch_start;
                else
                    StateNext = Stopwatch_stop;
            end
            Stopwatch_mode: begin
                sw_mode_add = 1;
                StateNext = Stopwatch;
            end
            Clock_addhr: begin
                clock_addhr = 1;
                StateNext = Clock_set_hr;
            end
            Clock_addmin: begin
                clock_addmin = 1;
                StateNext = Clock_set_min;
            end
            Alarm_addhr: begin
                alarm_addhr = 1;
                StateNext = Alarm_set_hr;
            end
            Alarm_addmin: begin
                alarm_addmin = 1;
                StateNext = Alarm_set_min;
            end
        endcase
    end
endmodule
module stopwatch(clk, start, clr, sec, min, hr);
    input clk;
    input clr, start;
    output reg [23:0]sec;
    output reg [7:0]min, hr;
    always@(posedge clk) begin
        if (clr) begin
            sec <= 0;
            min <= 0;
            hr <= 0;
        end
        else begin
            if (start) begin
                if(sec[3:0] != 4'd9)
                    sec[3:0] <= sec[3:0]+1;
                else begin
                    sec[7:4] <= sec[7:4]+1'd1;
                    sec[3:0] <= 0;
                    if(sec[7:4] == 4'd9)begin
                        sec[11:8] <= sec[11:8]+1'd1;
                        sec[7:4] <= 0;
                        if(sec[11:8] == 4'd9)begin
                            sec[15:12] <= sec[15:12]+1'd1;
                            sec[11:8] <= 0;
                            if(sec[15:12] == 4'd9)begin
                                sec[19:16] <= sec[19:16]+1'd1;
                                sec[15:12] <= 0;
                                if(sec[19:16] == 4'd9)begin
                                    sec[23:20] <= sec[23:20]+1'd1;
                                    sec[19:16] <= 0;
                                    if(sec[23:20] == 4'd5) begin
                                        min[3:0] <= min[3:0]+1'd1;
                                        sec[23:20] <= 0;
                                        if(min[3:0] == 4'd9) begin
                                            min[7:4] <= min[7:4]+1'd1;
                                            min[3:0] <= 0;
                                            if(min[7:4] == 4'd5) begin
                                                hr[3:0] <= hr[3:0]+1;
                                                min[7:4] <= 0;
                                                if(hr[3:0] == 4'd9) begin
                                                    hr[7:4] <= hr[7:4]+1;
                                                    hr[3:0] <= 0;
                                                end
                                            end
                                        end
                                    end
                                end
                            end
                        end
                    end
                end
            end
        end
    end
endmodule
module Top(mclk, set, inc, sw, rst, led_op, scan, ag);
    input mclk, set, inc, sw, rst;
    output wire led_op;
    output [3:0] scan;
    output [6:0] ag;
    wire[1:0] sel;
    reg [3:0] x;
    wire[15:0] op;
    Clk c (clk1, dset, dlinc, dinc, dsw, drst, op, led_op);
    clkdiv cd (mclk, clk1, clk2, clk3);
    debouncer d1 (set, clk1, dset);
    debouncer d3 (sw, clk1, dsw);
    debouncer d4 (rst, clk1, drst);
    Seven_Seg_Scan sss (sel, scan);
    selcontrol sc (clk2, sel);
    led7seg ls (x, ag);
    button b (clk1, inc, dlinc, dinc);
    always@(sel[1:0]) begin
     case(sel[1:0])
         2'b00: x = op[3:0];
         2'b01: x = op[7:4];
         2'b10: x = op[11:8];
         2'b11: x = op[15:12];
     endcase
    end
endmodule
module alarm_clock(clk, clk_min, clk_hr, addhr, addmin, rst, on, alarm_op, hr, min);
    input clk, rst, addhr, addmin, on;
    input[7:0] clk_hr, clk_min;
    output reg alarm_op;
    output reg [7:0] hr, min;
    always@(posedge clk) begin
        if (rst) begin
            hr <= 0;
            min <= 0;
            alarm_op <= 0;
        end
        else begin
            if (addhr) begin
                if(hr[3:0] == 4'd9) begin
                    hr[7:4] <= hr[7:4]+1;
                    hr[3:0] <= 0;
                end
                else
                    hr[3:0] <= hr[3:0]+1;
            end
            else if (addmin) begin
                if(min[3:0] == 4'd9) begin
                    min[7:4] <= min[7:4]+1'd1;
                    min[3:0] <= 0;
                    if(min[7:4] == 4'd5) begin
                        hr[3:0] <= hr[3:0]+1;
                        min[7:4] <= 0;
                        if(hr[3:0] == 4'd9) begin
                            hr[7:4] <= hr[7:4]+1;
                            hr[3:0] <= 0;
                        end
                    end
                end
                else
                    min[3:0] <= min[3:0]+1'd1;
            end
        end
        if (clk_hr == hr && clk_min == min) begin
            if (on)
                alarm_op <= 1;
        end
        else if (clk_hr == hr && clk_min == (min+1)) begin
            if (on)
                alarm_op <= 0;
        end
    end
endmodule
module button(clk, inp, op_long, op_short);
    input clk;
    input inp;
    output wire op_long, op_short;
    reg[20:0] n;
    reg delay1 = 0, delay2 = 0, delay3 = 0, dinp = 0, f, long, short;
    always @(posedge clk)
    begin
        if (inp)
            f <= 1;
        else 
            f <=0;
        delay1 <= inp;
        delay2 <= delay1;
        delay3 <= delay2;
        if (delay1 && delay2 && delay3)
            dinp <= 1;
        else
            dinp <= 0;
        if(dinp)
            n <= n + 1'b1;
        else
            n <= 0;
    end
    always @(negedge inp) begin
        if(f) begin
            if(n>20'hc00) begin
                long = 1;
                short = 0;
            end
            else begin
                long = 0;
                short = 1;
            end
        end
        else begin
            long = 0;
            short = 0;
        end
    end
    assign op_long = long & ~delay1 & delay2;
    assign op_short = short & ~delay1 & delay2;
endmodule
module clkdiv(mclk, clk1, clk2, clk3);
    input mclk;
    output clk1, clk2, clk3;
    reg [30:0] q = 0 ;
    always @(posedge mclk)
    begin
        q <= q + 1'b1;
    end
    assign clk1 = q[1];
    assign clk2 = q[17];
	assign clk3 = q[22];
endmodule 
module clock(clk, start, clr, sec, min, hr, addhr, addmin);
    input clk;
    input clr, start, addhr, addmin;
    output reg [23:0]sec;
    output reg [7:0]min, hr;
    always@(posedge clk) begin
        if (clr) begin
            sec <= 0;
            min <= 0;
            hr <= 0;
        end
        else begin
            if (start) begin
                if(sec[3:0] != 4'd9)
                    sec[3:0] <= sec[3:0]+1;
                else begin
                    sec[7:4] <= sec[7:4]+1'd1;
                    sec[3:0] <= 0;
                    if(sec[7:4] == 4'd9)begin
                        sec[11:8] <= sec[11:8]+1'd1;
                        sec[7:4] <= 0;
                        if(sec[11:8] == 4'd9)begin
                            sec[15:12] <= sec[15:12]+1'd1;
                            sec[11:8] <= 0;
                            if(sec[15:12] == 4'd9)begin
                                sec[19:16] <= sec[19:16]+1'd1;
                                sec[15:12] <= 0;
                                if(sec[19:16] == 4'd9)begin
                                    sec[23:20] <= sec[23:20]+1'd1;
                                    sec[19:16] <= 0;
                                    if(sec[23:20] == 4'd5) begin
                                        min[3:0] <= min[3:0]+1'd1;
                                        sec[23:20] <= 0;
                                        if(min[3:0] == 4'd9) begin
                                            min[7:4] <= min[7:4]+1'd1;
                                            min[3:0] <= 0;
                                            if(min[7:4] == 4'd5) begin
                                                hr[3:0] <= hr[3:0]+1;
                                                min[7:4] <= 0;
                                                if(hr[3:0] == 4'd9) begin
                                                    hr[7:4] <= hr[7:4]+1;
                                                    hr[3:0] <= 0;
                                                end
                                            end
                                        end
                                    end
                                end
                            end
                        end
                    end
                end
            end
            else begin
                if (addhr) begin
                    if(hr[3:0] == 4'd9) begin
                        hr[7:4] <= hr[7:4]+1;
                        hr[3:0] <= 0;
                    end
                    else
                        hr[3:0] <= hr[3:0]+1;
                end
                else if (addmin) begin
                    if(min[3:0] == 4'd9) begin
                        min[7:4] <= min[7:4]+1'd1;
                        min[3:0] <= 0;
                        if(min[7:4] == 4'd5) begin
                            hr[3:0] <= hr[3:0]+1;
                            min[7:4] <= 0;
                            if(hr[3:0] == 4'd9) begin
                                hr[7:4] <= hr[7:4]+1;
                                hr[3:0] <= 0;
                            end
                        end
                    end
                    else
                        min[3:0] <= min[3:0]+1'd1;
                end
            end
        end
    end
endmodule
module debouncer(
    input wire inp,
    input wire clk,
    output wire outp
    );
     reg delay1;
     reg delay2;
     reg delay3;
     always @(posedge clk)
     begin
        delay1 <= inp;
        delay2 <= delay1;
        delay3 <= ~delay2;
     end
       assign outp = delay2 & delay3;
endmodule
module Seven_Seg_Scan(sel, scan);
    input [1:0]sel;
    output reg [3:0] scan;
    always@(sel[1:0])
     case(sel[1:0])
         2'b00:scan = 4'b1110;
         2'b01:scan = 4'b1101;
         2'b10:scan = 4'b1011;
         2'b11:scan = 4'b0111;
     endcase
endmodule
module selcontrol(clk, sel);
    input clk;
    output reg [1:0]sel;
    always@(posedge clk) begin
        begin
            sel <= 2'b00;
        end
         begin
            if (sel==2'b11) begin
                sel <= 2'b00; 
            end
            else begin
                sel <= sel+1'b01;
            end
        end
    end
endmodule
module led7seg( x, a_to_g);
input  wire [3:0] x;
output reg  [6:0] a_to_g;
always @(*)
    case(x)
        4'h0: a_to_g = 7'b0000001;
        4'h1: a_to_g = 7'b1001111;
        4'h2: a_to_g = 7'b0010010;
        4'h3: a_to_g = 7'b0000110;
        4'h4: a_to_g = 7'b1001100;
        4'h5: a_to_g = 7'b0100100;
        4'h6: a_to_g = 7'b0100000;
        4'h7: a_to_g = 7'b0001111;
        4'h8: a_to_g = 7'b0000000;
        4'h9: a_to_g = 7'b0000100;
        4'hA: a_to_g = 7'b0001000;
        4'hb: a_to_g = 7'b1100000;
        4'hC: a_to_g = 7'b0110001;
        4'hd: a_to_g = 7'b1000010;
        4'hE: a_to_g = 7'b0110000;
        4'hF: a_to_g = 7'b0111000;
        default: a_to_g = 7'b0000001;
    endcase
endmodule
module Clk(clk, set, linc, inc, sw, rst, op, led_op);
    input clk, set, linc, inc, sw, rst;
    output wire led_op;
    output reg [15:0]op;
    wire [2:0] op_mode, sw_mode;
    wire [1:0] clk_mode, sel;
    wire [7:0] clk_min, clk_hr, alarm_hr, alarm_min;
    wire [23:0] clk_sec, sw_sec;
    reg [15:0] clk_op, sw_op, alarm_op;
    FSM f1 (clk, set, linc, inc, sw, rst, sw_clr, sw_start, clk_start, clock_addmin, clock_addhr, alarm_addhr, alarm_addmin, alarm_on, clk_mode, sw_mode, op_mode);
    clock c1 (clk, clk_start, rst, clk_sec, clk_min, clk_hr, clock_addhr, clock_addmin);
    alarm_clock a1 (clk, clk_min, clk_hr, alarm_addhr, alarm_addmin, rst, alarm_on, led_op, alarm_hr, alarm_min);
    stopwatch s1 (clk, sw_start, sw_clr, sw_sec, sw_min, sw_hr);
    always@(*) begin
        alarm_op[3:0] <= alarm_min[3:0];
        alarm_op[7:4] <= alarm_min[7:4];
        alarm_op[11:8] <= alarm_hr[3:0];
        alarm_op[15:12] <= alarm_hr[7:4];
        case(clk_mode) 
            0:begin
                clk_op[3:0] <= clk_min[3:0];
                clk_op[7:4] <= clk_min[7:4];
                clk_op[11:8] <= clk_hr[3:0];
                clk_op[15:12] <= clk_hr[7:4];
            end
            1:begin
                clk_op[3:0] <= clk_sec[19:16];
                clk_op[7:4] <= clk_sec[23:20];
                clk_op[11:8] <= clk_min[3:0];
                clk_op[15:12] <= clk_min[7:4];
            end
        endcase
        case(sw_mode) 
            0:begin
                sw_op[3:0] <= sw_sec[11:8];
                sw_op[7:4] <= sw_sec[15:12];
                sw_op[11:8] <= sw_sec[19:16];
                sw_op[15:12] <= sw_sec[23:20];
            end
            1:begin
                sw_op[3:0] <= sw_sec[7:4];
                sw_op[7:4] <= sw_sec[11:8];
                sw_op[11:8] <= sw_sec[15:12];
                sw_op[15:12] <= sw_sec[19:16];
            end
            2:begin
                sw_op[3:0] <= sw_sec[3:0];
                sw_op[7:4] <= sw_sec[7:4];
                sw_op[11:8] <= sw_sec[11:8];
                sw_op[15:12] <= sw_sec[15:12];
            end
        endcase
        case(op_mode)
            0: op <= clk_op;
            1: op <= alarm_op;
            2: op <= sw_op;
        endcase
    end
endmodule
</file>
<file path="flow/run.sh">
#!/bin/bash
# OpenROAD 26Q1-2900-gdf79404cd8, Yosys 0.63+post, stock flow scripts
make -C /OpenROAD-flow-scripts/flow DESIGN_CONFIG=/design/flow/config.mk WORK_HOME=/design/flow/orfs finish
</file>
==> summary.rpt <==
==== FLOW RESULTS ====
----------------------------------------------------
[Outcome]
  Result of the run ........................ finished clean

[Clock tree]
  TritonCTS clock tree ........................ yes
  # Post-CTS Setup Buffers ........................ 0
  Clock slew seen by the registers of the worst setup and hold paths ........................ 50 ps
  Post-cts hold-fix buffer tally ........................ 0
  Post-cts sizing count ........................ 0

[Detailed routing]
  Final Routed Wirelength ........................ 19200 um
  Vias per Instance ........................ 5.60
  Number of remaining DRC errors ........................ 0
  Mean routed wirelength per cell ........................ 14.7 um
  Detailed Routing Iterations Pass 1 ........................ 5
  ANT nets after route ........................ 0
  Ant. Diodes ........................ 0
  Starting DRC count in detailed routing ........................ 520
  Routed vias ........................ 7305

[Placement]
  Worst setup slack before clock tree synthesis ........................ 5980 ps
  Dpl hpwl ........................ 13900 um
  Number of I/O port buffers ........................ 15
  GPL Wtd Cong ........................ 0.890
  Number of cells in the design after placement ........................ 1293

[STA]
  Count of pins over their slew limit ........................ 0
  Max_slew headroom ........................ 40.6%
  Hold violation count in the final report ........................ 0
  Number of register pins that no clock reaches ........................ 174
  Endpoints left unconstrained ........................ 188
  Total negative slack ........................ 0 ps
  Transition at the pin with the smallest max-transition slack ........................ 891 ps
  Final setup violation count ........................ 0
  Unrepaired setup endpoints after global routing ........................ no
  Worst clock skew ........................ 2.56 ps
  Setup WS post-layout ........................ 5980 ps

[Floorplanning]
  Core Density at Floorplan ........................ 51.3%
  Overall die area ........................ 19000 um2
  Core Box Area ........................ 18000 um2
  I/O pin cnt ........................ 17
  Placement Rows ........................ 49
  Die Wd ........................ 138 um
  Vertical die dimension ........................ 138 um

[Logic synthesis]
  Area of the synthesized netlist per yosys stat ........................ 9240 um2
  Count of yosys warnings during synthesis ........................ 32
  Ys async rst share ........................ 0%
  Syn Inst Count ........................ 1108
  Post-synthesis instance area ........................ 9240 um2
  Synthesized registers ........................ 194
  Post-synth EDFFs ........................ 0
  Post-synthesis cell type count ........................ 74
  Post-Synthesis Mean Instance Area ........................ 8.34 um2
  Primary flip-flop cell chosen by synthesis mapping ........................ sky130_fd_sc_hd__dfxtp_1
  Yosys Instances ........................ 1108

[Cells and area]
  Layout area overhead ........................ 5.20%
  Final cell count without fillers ........................ 1305
  Ratio of cells with drive above 1 in the final layout ........................ 3.90%
  Sequential cell area ........................ 3650 um2
  Area of combinational cells with multiple inputs ........................ 5160 um2
  Final core utilization ........................ 53.9%
  Number of filler instances in the final layout ........................ 1737
  Commonest cells after routing, fill and taps aside ........................ sky130_fd_sc_hd__dfxtp_1 (145), sky130_fd_sc_hd__nor2_1 (105), sky130_fd_sc_hd__nand2_1 (84)
  Highest-count logic cell in the final layout ........................ sky130_fd_sc_hd__dfxtp_1

[Pwr]
  Ratio of total power to cell area ........................ 41.6 nW/um2
  Maximum vdd drop ........................ 0.136 mV
  Leakage ........................ 3.55 nW

[Global routing]
  Number of antenna violations at the first check in global routing ........................ 0
  Total routing usage reported by global routing ........................ 21.2%
  Final global-route overflow total ........................ 0
  Vias in the first global route ........................ 6400
  Global-route wire length before repair ........................ 31600 um
  Maximum number of pins on one net before global-route repair ........................ 85

[Worst setup path]
  Startpoint types ........................ register
  Worst Path Class, Setup ........................ reg2reg
  Kind of end point of the critical path ........................ register
  Required @ worst endpoint ........................ 7840 ps
  Crit path DAT ........................ 1850 ps
  Critical-path maximum fanout ........................ 44

[Flow run]
  Max-cap viol count ........................ 0
  Total tool warning count ........................ 38

[Worst hold path]
  Path type of the worst min-delay path ........................ reg2reg

----------------------------------------------------
[flip-flops by register name, indices dropped and copies added, names as in the netlist, 5 cells and up]
signal / flops
c.f1.State: 5
c.op: 16
c.c1.sec: 24
cd.q: 18
c.a1.hr: 8
c.sw_op: 16
b.n: 21
c.a1.min: 8
c.s1.sec: 24
c.c1.min: 8
c.c1.hr: 8
[worst max-delay path, cell delays in order (launching register included)]
cell                      delay (ps)
sky130_fd_sc_hd__dfxtp_4         620
sky130_fd_sc_hd__ha_1            270
sky130_fd_sc_hd__nand3_1         140
sky130_fd_sc_hd__nor2_1          310
sky130_fd_sc_hd__nand2_1         130
sky130_fd_sc_hd__xnor2_1         130
[final timing paths]
kind	cells past startpoint	start	to	slack, ps
max	5	cd.q[1]$_DFF_P_	cd.q[12]$_DFF_P_	5980
min	1	cd.q[0]$_DFF_P_	cd.q[0]$_DFF_P_	420
max reg2reg	5	cd.q[1]$_DFF_P_	cd.q[12]$_DFF_P_	5980
min reg2reg	1	cd.q[0]$_DFF_P_	cd.q[0]$_DFF_P_	420
[where the power goes]
part	switching (mW)	leakage, nW	internal [mW]
Clock	0.0636	0.141	0.235
Sequential	0	1.55	0.105
Combinational	0.000356	1.85	0.00133
Total	0.0639	3.55	0.341
[metal layers]
metal / vias up / global-route usage, % / routed length (um) / share of wire (%)
met4: 0 / 1.75 / 114 / 0.59
met3: 13 / 1.49 / 561 / 2.9
li1: 3814 / - / - / -
met5: - / 0 / 0 / 0
met2: 111 / 32.2 / 8500 / 44
met1: 3367 / 35.0 / 10000 / 52
[cell type report]
class / instances / share of cell area, %
clock buffer: 11 / 2.72
clock inverter: 2 / 0.0772
inverter: 42 / 1.62
sequential: 194 / 37.5
multi-input combinational: 806 / 53.1
timing repair buffer: 21 / 2.01
tap: 229 / 2.95
[metrics by stage]
| stage | hold slack [ps] | area, um2 | power, mW |
|---|---|---|---|
| after floorplan | 383 | 9240 | 0.110 |
| after global placement | 395 | 9450 | 0.111 |
| after detailed placement | 401 | 9450 | 0.111 |
| after CTS | 414 | 9720 | 0.410 |
| after global routing | 423 | 9720 | 0.417 |
| final | 416 | 9720 | 0.405 |
[Yosys cell counts (17+ instances only)]
cell,count,share of area [%]
sky130_fd_sc_hd__dfxtp_1,146,32
sky130_fd_sc_hd__nor2_1,105,4.3
sky130_fd_sc_hd__nand2_1,84,3.4
sky130_fd_sc_hd__a21oi_1,81,4.4
sky130_fd_sc_hd__o21ai_0,57,3.1
sky130_fd_sc_hd__xnor2_1,55,5.2
sky130_fd_sc_hd__dlxtn_1,48,7.8
sky130_fd_sc_hd__nand3_1,45,2.4
sky130_fd_sc_hd__clkbuf_1,44,1.8
sky130_fd_sc_hd__inv_1,40,1.6
sky130_fd_sc_hd__xor2_1,37,3.5
sky130_fd_sc_hd__o22ai_1,36,2.4
sky130_fd_sc_hd__nor2b_1,35,2.4
sky130_fd_sc_hd__mux2i_1,26,2.8
sky130_fd_sc_hd__and2_1,23,1.6
sky130_fd_sc_hd__nor3_1,21,1.1
sky130_fd_sc_hd__ha_1,20,2.7
sky130_fd_sc_hd__nand4_1,18,1.2
sky130_fd_sc_hd__a221oi_1,17,1.6
[cells by family (layout without fill, tap and decap cells)]
kind of cell	Yosys count	after routing	share of synthesized area (%)
mux	26	26	2.82
buf+inv	108	76	4.70
simple gates	416	416	24.1
flops	146	146	31.6
compound gates	252	252	17.5
fa+ha+maj	20	20	2.71
xor+xnor	92	92	8.72
latches	48	48	7.80
Power is estimated from default activity; no workload was simulated.
